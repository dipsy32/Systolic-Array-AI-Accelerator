$ cat /design/flow/run.sh
#!/bin/bash
# OpenROAD 26Q1-2900-gdf79404cd8, Yosys 0.63+post, stock flow scripts
make -C /OpenROAD-flow-scripts/flow DESIGN_CONFIG=/design/flow/config.mk WORK_HOME=/design/flow/orfs finish
$ cat /design/flow/design.v
`timescale 1ns / 1ps
module matrix_accelerator(
    input wire clk,
    input wire rst,
    input wire load_weight,
    input wire [31:0] activation_in, 
    output wire [95:0] result_out    
    );
    wire [31:0] skewed_activations;
    wire [95:0] zero_west_input;
    wire [31:0] array_input_n;
    assign zero_west_input = 96'd0;
    skew_buffer skew_unit (
        .clk(clk),
        .rst(rst),
        .raw_input(activation_in),
        .skewed_output(skewed_activations)
    );
    assign array_input_n = (load_weight) ? activation_in : skewed_activations;
    systolic_array array_core (
        .clk(clk),
        .rst(rst),
        .load_weight(load_weight),
        .in_n(array_input_n),      
        .in_w(zero_west_input),   
        .out_s(),                  
        .out_e(result_out)         
    );
endmodule
`timescale 1ns / 1ps
module pe(
    input wire clk,
    input wire rst,
    input wire load_weight,         
    input wire signed [7:0] in_n,   
    input wire signed [23:0] in_w,  
    output reg signed [7:0] out_s,  
    output reg signed [23:0] out_e  
    );
    reg signed [7:0] weight_reg;
    wire signed [15:0] mult_result;
    assign mult_result = in_n * weight_reg;
    always @(posedge clk or posedge rst) begin
        if (rst) begin
            weight_reg <= 8'd0;
            out_s <= 8'd0;
            out_e <= 24'd0;
        end
        else begin
            if (load_weight) begin
                weight_reg <= in_n;
                out_s <= in_n; 
                out_e <= in_w;
            end
            else begin
                out_s <= in_n;
                out_e <= in_w + {{8{mult_result[15]}}, mult_result}; 
            end
        end
    end
endmodule
`timescale 1ns / 1ps
module skew_buffer(
    input wire clk,
    input wire rst,             
    input wire [31:0] raw_input, 
    output wire [31:0] skewed_output 
    );
    wire [7:0] in0 = raw_input[7:0];
    wire [7:0] in1 = raw_input[15:8];
    wire [7:0] in2 = raw_input[23:16];
    wire [7:0] in3 = raw_input[31:24];
    reg [7:0] d1_1;
    reg [7:0] d2_1, d2_2;
    reg [7:0] d3_1, d3_2, d3_3;
    always @(posedge clk or posedge rst) begin
        if (rst) begin
            d1_1 <= 0;
            d2_1 <= 0; d2_2 <= 0;
            d3_1 <= 0; d3_2 <= 0; d3_3 <= 0;
        end
        else begin
            d1_1 <= in1;
            d2_1 <= in2;
            d2_2 <= d2_1;
            d3_1 <= in3;
            d3_2 <= d3_1;
            d3_3 <= d3_2;
        end
    end
    assign skewed_output[7:0]   = in0;   
    assign skewed_output[15:8]  = d1_1;  
    assign skewed_output[23:16] = d2_2;  
    assign skewed_output[31:24] = d3_3;  
endmodule
`timescale 1ns / 1ps
module systolic_array(
    input wire clk,
    input wire rst,
    input wire load_weight,        
    input wire [31:0] in_n,        
    input wire [95:0] in_w,        
    output wire [31:0] out_s,      
    output wire [95:0] out_e       
    );
    parameter ROWS = 4;
    parameter COLS = 4;
    wire signed [7:0]  conn_n [ROWS:0][COLS-1:0]; 
    wire signed [23:0] conn_w [ROWS-1:0][COLS:0]; 
    genvar i, j;
    generate
        for (j = 0; j < COLS; j = j + 1) begin : INPUT_MAP_N
            assign conn_n[0][j] = in_n[8*j +: 8]; 
        end
        for (i = 0; i < ROWS; i = i + 1) begin : INPUT_MAP_W
            assign conn_w[i][0] = in_w[24*i +: 24];
        end
        for (i = 0; i < ROWS; i = i + 1) begin : ROW_LOOP
            for (j = 0; j < COLS; j = j + 1) begin : COL_LOOP
                pe pe_inst (
                    .clk(clk),
                    .rst(rst),
                    .load_weight(load_weight),
                    .in_n(conn_n[i][j]),      
                    .in_w(conn_w[i][j]),      
                    .out_s(conn_n[i+1][j]),   
                    .out_e(conn_w[i][j+1])    
                );
            end
        end
        for (j = 0; j < COLS; j = j + 1) begin : OUTPUT_MAP_S
            assign out_s[8*j +: 8] = conn_n[ROWS][j];
        end
        for (i = 0; i < ROWS; i = i + 1) begin : OUTPUT_MAP_E
            assign out_e[24*i +: 24] = conn_w[i][COLS];
        end
    endgenerate
endmodule
$ cat /design/flow/constraint.sdc
current_design matrix_accelerator

set clk_period 12.4
set clk_io_pct 0.2

create_clock -name clk0 -period $clk_period [get_ports {clk}]

set non_clock_inputs [all_inputs -no_clocks]
set_input_delay [expr $clk_period * $clk_io_pct] -clock clk0 $non_clock_inputs
set_output_delay [expr $clk_period * $clk_io_pct] -clock clk0 [all_outputs]
$ cat /design/flow/config.mk
export PLATFORM = sky130hd
export DESIGN_NAME = matrix_accelerator
export DESIGN_NICKNAME = matrix_accelerator
export VERILOG_FILES = /design/flow/design.v
export SDC_FILE = /design/flow/constraint.sdc
export NUM_CORES = 4
export LEC_CHECK = 1
export CORE_UTILIZATION = 50
==> ci_impl_report.md <==
## PnR job results

| Metric | Value |
|---|---|
| Die height | 376 um |
| Post-synthesis compound-gate area fraction | 0.102 |
| Syn_area_per_cell | 9.58 um^2 |
| Synth Seq Share | 0.223 |
| Worst clock skew | 33.2 ps |
| Clock sinks | 624 |
| Post-Layout Inst Area | 76200 um^2 |
| Crit Path Category | input port to register |
| Syn Inst Count | 7297 |
| Die width | 376 um |
| Unique cell types | 84 |
| Final Critical Period | 9210 ps |
| Gate Area | 48900 um^2 |
| DR pass1 iterations | 6 |
| CTS tree | yes |
| Most frequent cells after synthesis | 1295 x inv_1, 892 x fa_1, 714 x ha_1 |
| Main flop type | dfrtp_1 |
| Via Count | 48000 |
| Max transition margin | 0.406 |
| Max-cap violations | 0 |
| Yosys chip area | 69900 um^2 |
| Top non-seq family | adder cells |
| Iteration-0 DRC Markers | 2465 |
| Top cell type's share of synthesized area | 0.255 |
| Inserted Clock Buffers | 81 |
| Post-CTS resize count | 0 |
| Global-route wire length before repair | 262000 um |
| Status | completed |
| Worst EP required | 12960 ps |
| Final setup margin | 3190 ps |
| Routability cong. | 0.930 |
| Row Count | 136 |
| Chip area | 141000 um^2 |
| Yosys top cell by area | fa_1 |
| Finish-stage setup viols | 0 |
| Final core utilization | 0.552 |
| H-tree Lvls | 3 |
| Vias per cell | 5.14 |
| Postcts setup bufs | 0 |
| Max reg flops | 352 |
| Reg area | 15600 um^2 |
| Slowest cell on crit path | fa_1 |
| Post-synth area hogs | fa_1 26%, dfrtp_1 22%, ha_1 13%, inv_1 7.0%, and2_1 4.5% |
| Share of post-route cells with drive strength above 1 | 0.0445 |
| Initial antenna violation count | 7 |
| Core footprint | 138000 um^2 |
| DR WL/cell | 16.7 um |
| Fp_density | 0.506 |
| Pre-CTS setup slack | 2530 ps |
| CP max FO | 46 |
| Simple-Gate Area Share | 0.134 |
| Clock buffer depth | 3 |
| Final period utilization | 0.743 |
| Fin. max-slew vios | 0 |
| Largest net degree at the start of global routing | 143 |
| Final hold vios | 0 |
| Post-synth EDFFs | 0 |
| CTS root buffer | clkbuf_16 |
| DP Area | 73400 um^2 |
| # Cells Yosys | 7297 |
| GRT Residual Overflow | 0 |
| Io pins | 131 |
| Slew @ Worst Pin | 884 ps |
| Post-CTS Hold Fix Bufs | 0 |
| Port Buffers | 130 |
| Mapped cell area | 69900 um^2 |
| Final ANT Viol Nets | 0 |
| Crit path DAT | 9770 ps |
| Fill count | 12200 |
| CP startpoint kind | input port |
| Synthesis-stage register bit count | 624 |
| Synth top cell by count | inv_1 |
| Ys Warns | 3 |
| Tool warnings | 51 |
| DR DRC count | 0 |
| Synth-to-layout area growth | 9.02% |
| Clk ins delay skew pair | 690 ps |
| Hold_ws | 346 ps |
| Post-Route WL | 156000 um |
| Vias in the first global route | 49100 |
| Adder Area Share | 0.383 |
| Final HPWL DP | 127000 um |
| Final TNS setup | 0 ps |
| RSZ-0062 raised after global routing | no |
| Total track usage | 0.247 |
| Maximum operating frequency | 109 MHz |
| Worst-path clk slew | 60 ps |
| Worst Hold Class | register to register |
| Post-synth mux share | 0.0233 |
| Worst Setup End Kind | register |
| Synth Area in XOR/XNOR | 0.0569 |
| Ys async rst share | 1.00 |
| Max incr delay on CP | 530 ps |
==> layer usage <==
| layer | share of wire | GRT usage |
|---|---|---|
| met3 | 0.064 | 0.0596 |
| met2 | 0.44 | 0.361 |
| met4 | 0.017 | 0.0320 |
| met1 | 0.48 | 0.405 |
| met5 | 0.000083 | 0 |
==> cell usage in the layout, fill, tap and decap left out, drive strengths merged, types with 28 or more instances in the layout <==
| master | instances |
|---|---|
| a211oi | 36 |
| a21o | 135 |
| a21oi | 281 |
| a31oi | 28 |
| and2 | 502 |
| buf | 28 |
| clkbuf | 103 |
| clkdlybuf4s50 | 129 |
| clkinv | 31 |
| dfrtp | 624 |
| fa | 892 |
| ha | 714 |
| inv | 1306 |
| mux2 | 134 |
| nand2 | 627 |
| nand2b | 91 |
| nand3 | 49 |
| nor2 | 362 |
| nor2b | 75 |
| nor3 | 71 |
| o211ai | 28 |
| o21a | 46 |
| o21ai | 330 |
| o21bai | 91 |
| xnor2 | 323 |
| xor2 | 131 |
==> cell type report <==
type                            instances  share of cell area
Multi-Input combinational cell       5242               0.642
Sequential cell                       624               0.205
Inverter                             1307              0.0644
Tap cell                             1863              0.0306
Clock buffer                          103              0.0291
Timing Repair Buffer                  157              0.0211
Clock inverter                         45             0.00798
Antenna cell                            1           0.0000328
==> final timing paths <==
path                                    from  slack [ps]  cells after the start                         end
hold reg to reg            skew_unit.d2_1[0]         350                      0           skew_unit.d2_2[0]
setup / recovery                 load_weight        3190                     32                    register
min in group asynchronous                rst        2230                      2  asynchronous set/reset pin
setup reg to reg                    register        5140                     26                    register
max in group asynchronous                rst        7920                      5           skew_unit.d1_1[6]
hold / removal             skew_unit.d2_1[0]         350                      0           skew_unit.d2_2[0]
==> metrics by stage <==
step | std cells
2_1_floorplan | 7297
6_report | 9342
3_3_place_gp | 9193
5_1_grt | 9341
3_5_place_dp | 9193
4_1_cts | 9341
==> logic make-up (layout without fill, tap and decap cells) <==
family,Yosys count,after routing
other,0,1
and+or+nand+nor,1908,1908
adders and majority gates,1606,1606
buffers and inverters,1431,1612
AOI/OAI and AO/OA,1128,1128
muxes,146,146
xor gates and xnor gates,454,454
DFF,624,624
==> critical path, delay by kind of cell <==
| kind | cells | cell delay (ps) |
|---|---|---|
| AND-OR/OR-AND | 14 | 2850 |
| adder cells (fa/ha/maj) | 6 | 2610 |
| AND/OR/NAND/NOR | 2 | 300 |
| buffers and inverters | 7 | 960 |
| XOR/XNOR | 3 | 430 |
